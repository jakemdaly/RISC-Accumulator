<file path="run.sh">
#!/bin/bash
# OpenROAD 26Q1-2900-gdf79404cd8, Yosys 0.63+post, stock flow scripts
make -C /OpenROAD-flow-scripts/flow DESIGN_CONFIG=/design/flow/config.mk WORK_HOME=/design/flow/orfs finish
</file>
<file path="design.v">
module data_mem(
  input              Clk,
                     Reset,
                     WriteEn,
  input [7:0]        DataAddress,    
                     DataIn,		 
  output logic[7:0]  DataOut);
  logic [7:0] core[256];			 
  always_comb                     
    DataOut = core[DataAddress];
  always_ff @ (posedge Clk)		  
  if(WriteEn) 
      core[DataAddress] <= DataIn;
endmodule
</file>
<file path="config.mk">
export PLATFORM = sky130hd
export DESIGN_NAME = data_mem
export DESIGN_NICKNAME = data_mem
export VERILOG_FILES = /design/flow/design.v
export SDC_FILE = /design/flow/constraint.sdc
export NUM_CORES = 4
export LEC_CHECK = 1
export CORE_UTILIZATION = 40
</file>
<file path="constraint.sdc">
current_design data_mem

set clk_period 29.1
set clk_io_pct 0.2

create_clock -name clk0 -period $clk_period [get_ports {Clk}]

set non_clock_inputs [all_inputs -no_clocks]
set_input_delay [expr $clk_period * $clk_io_pct] -clock clk0 $non_clock_inputs
set_output_delay [expr $clk_period * $clk_io_pct] -clock clk0 [all_outputs]
</file>
==> impl_metrics.json <==
{
  "route.vias.total": 36407,
  "place_area_um2": 82100,
  "syn_area_um2": 78300,
  "wl_per_cell_um": 28.3,
  "drt_iter0_drc": 2658,
  "drc": 0,
  "slowest_stage": "o41ai_1",
  "place_congestion": 0.863,
  "n_fill_cell": 15916,
  "ys_seq_share_pct": 78.5,
  "drtPass1Iterations": 5,
  "logic_family": "multiplexers",
  "hp-start": "DataIn[2]",
  "whs_path_depth": 1,
  "synthAoiAreaFrac_pct": 3.63,
  "crit_chain": "buf_8 > buf_4 > buf_4 > buf_4 > buf_12 > buf_4 > mux4_2 > a22oi_1 > a21oi_1 > o41ai_1 > nand4_1 > clkdlybuf4s50_1",
  "grt_pass1_wl_mm": 270,
  "fmax_mhz": 55.3,
  "crit_arrival_ns": 12.26,
  "die-width_um": 445,
  "yosys-stat-cells": 3539,
  "crit_top_cell": "buf_4",
  "coreArea_um2": 195000,
  "cts_buffers": 201,
  "first_global_vias": 40407,
  "clockBufferDepth": 3,
  "maxSlewHeadroom_pct": 20.0,
  "fp_util_pct": 40.2,
  "grt_util_all_layers_pct": 20.8,
  "cts_tree": "built",
  "layout_min_cycle_time_ns": 18.08,
  "critPathKind": "in2out",
  "slew_violations": 0,
  "synth_top_area_share_pct": 78.5,
  "min_to": "core[28][2]$_DFFE_PP_",
  "ys_sh_simple_pct": 1.74,
  "n_antenna_cell": 0,
  "ir_drop_mv": 0.0516,
  "syn_inst": 3539,
  "p_total_uw": 6000,
  "hp-class": "in2reg",
  "antenna_left": 0,
  "routed_wl_mm": 183,
  "clk_pin_slew_ns": 0.06,
  "post-route-period-util_pct": 62.1,
  "power_leakage_uw": 0.0266,
  "dieArea_um2": 198000,
  "die_h_um": 445,
  "area_growth_pct": 12.9,
  "cap_violations": 0,
  "setup_viol": 0,
  "yosysTopAreaCell": "edfxtp_1",
  "setup_tns_ns": 0,
  "status": "finished clean",
  "clkSinkCount": 2048,
  "grt_max_degree": 110,
  "power_density_nw_per_um2": 67.8,
  "rsz0062_at_grt": "false",
  "rows": 162,
  "root_buffer": "clkbuf_16",
  "synth_flops": 2048,
  "dp_hpwl_mm": 109,
  "ys_chip_area_um2": 78300,
  "cts-hold-fix-buffers": 0,
  "crit_required_ns": 23.28,
  "cts_max_level": 4,
  "synth.distinct_cells": 21,
  "antenna_found_initial": 3,
  "max_stage_delay_ns": 1.07,
  "overflow": 0,
  "post_cts_buffers": 0,
  "final_area_um2": 88400,
  "mux_area_share_pct": 14.7,
  "synth_area_per_cell_um2": 22.1,
  "num_io_pins": 27,
  "drive_above_1_share_pct": 25.1,
  "synthAdderAreaFrac_pct": 0,
  "cts_resized": 0,
  "crit_fanout": 60,
  "io_buffers": 25,
  "layout_top_registers": "core (2048)",
  "vias_per_cell": 5.61,
  "yosys_warnings": 1,
  "largest-register": "core",
  "crit_path_start_kind": "primary input",
  "cp-end-kind": "primary output",
  "finalHoldViolations": 0,
  "placed_cells": 6111,
  "warnings": 31,
  "area_leaders": "edfxtp_1, mux4_2, a22oi_1",
  "largest_register_ffs": 2048,
  "instances_no_fill": 6484,
  "worst_slew_pin_slew_ns": 1.18,
  "yosys.area_share.xor_xnor_pct": 0
}
per-stage QoR:
| stage | utilization [%] | hold slack (ns) | setup slack (ns) |
|---|---|---|---|
| 2_1_floorplan | - | 5.92 | 15.72 |
| 3_3_place_gp | 42.2 | 6.25 | 10.83 |
| 3_5_place_dp | 42.2 | 6.26 | 10.80 |
| 4_1_cts | 45.4 | 5.37 | 10.81 |
| 5_1_grt | 45.4 | 5.41 | 10.47 |
| 6_report | 45.4 | 5.43 | 11.02 |
synthesized netlist by cell type (all sizes together):
cell type and instances:
mux4 512, nand2b 6, nor2 232, nor3 30, o41ai 32, nand4 8, or3 1, clkbuf 145
and2 3, a22oi 256, nor2b 7, nand2 28, buf 87, or2 2, edfxtp 2048, nand3 13
a21oi 128, inv 1
worst max-delay path by stage:
stage,from,endpoint,cells past startpoint
CTS,DataAddress[0],DataOut[5],12
global route,DataAddress[0],DataOut[5],12
finish,DataAddress[0],DataOut[5],12
worst max-delay path, delay by kind of cell:
family                 cells  cell delay, ns
multiplexers               1            0.60
AND/OR/NAND/NOR            1            0.51
AND-OR/OR-AND              3            1.43
buffers and inverters      7            3.73
area by class of cell:
class | count | area (µm²) | area share (%)
flip-flops and latches | 2048 | 61500 | 69.6
clock inverters | 120 | 906 | 1.02
well taps | 2624 | 3280 | 3.71
inverters | 1 | 3.75 | 0.00425
repair buffers | 180 | 1530 | 1.73
clock buffers | 253 | 5370 | 6.08
multi-input cells | 1258 | 15800 | 17.9
cells by family (layout without fill, tap and decap cells):
family / after synthesis / in the layout
compound gates: 416 / 416
buf+inv: 233 / 554
flops: 2048 / 2048
mux: 512 / 512
simple gates: 330 / 330
placed cells by master, fill, tap and decap left out, types with 3 or more instances in the layout:
| cell | n |
|---|---|
| clkbuf_16 | 208 |
| bufinv_16 | 12 |
| clkinv_1 | 53 |
| o41ai_1 | 28 |
| nand3_1 | 10 |
| a21oi_1 | 128 |
| clkinv_8 | 5 |
| mux4_2 | 512 |
| clkinv_2 | 45 |
| nor2b_1 | 4 |
| nand4_1 | 8 |
| nand2_1 | 28 |
| buf_4 | 150 |
| clkinvlp_4 | 3 |
| buf_12 | 5 |
| edfxtp_1 | 2048 |
| o41ai_2 | 4 |
| nor2_1 | 231 |
| buf_8 | 9 |
| nor3_1 | 30 |
| nand3_2 | 3 |
| clkdlybuf4s50_1 | 15 |
| clkbuf_1 | 45 |
| nand2b_1 | 4 |
| a22oi_1 | 256 |
where the power goes:
group	internal [µW]	leakage, µW	switching [µW]
Combinational	92.8	0.00510	176
Sequential	3250	0.0184	1.24
Clock	1410	0.00309	1070
layer usage:
metal / track usage (%) / part of all wire (%) / vias up / routed length, µm
li1: - / - / 15383 / -
met5: 1.68 / 0.24 / - / 436
met3: 14.4 / 15 / 264 / 28200
met1: 27.0 / 34 / 18850 / 62500
met2: 30.5 / 48 / 1898 / 87800
met4: 3.90 / 2.4 / 12 / 4430
Power is estimated from default activity; no workload was simulated.
