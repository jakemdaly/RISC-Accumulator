==> flow/design.v <==
module RegFile #(parameter W=8, D=4)(		      
  input                Clk,
                       WriteEn,
  input        [D-1:0] AddrIn,				        
                       Waddr,
  input        [W-1:0] DataIn,
  output logic [W-1:0] DataOut,			       
  output logic [W-1:0] Accumulator,		     
  output logic [W-1:0] R11Out,             
  output logic [W-1:0] R12Out              
  );
logic [W-1:0] Registers[2**D];
always_comb begin
  DataOut = Registers[AddrIn];	  
  Accumulator = Registers[2**D-1];     
  R11Out = Registers[11];
  R12Out = Registers[12];
end
always_ff @ (posedge Clk)
  if (WriteEn)	                              
    Registers[Waddr] <= DataIn;
endmodule
==> flow/run.sh <==
#!/bin/bash
# OpenROAD 26Q1-2900-gdf79404cd8, Yosys 0.63+post, stock flow scripts
make -C /OpenROAD-flow-scripts/flow DESIGN_CONFIG=/design/flow/config.mk WORK_HOME=/design/flow/orfs finish
==> flow/config.mk <==
export PLATFORM = sky130hd
export DESIGN_NAME = RegFile
export DESIGN_NICKNAME = RegFile
export VERILOG_FILES = /design/flow/design.v
export SDC_FILE = /design/flow/constraint.sdc
export NUM_CORES = 4
export LEC_CHECK = 1
export CORE_UTILIZATION = 50
==> flow/constraint.sdc <==
current_design RegFile

set clk_period 2.2
set clk_io_pct 0.2

create_clock -name clk0 -period $clk_period [get_ports {Clk}]

set non_clock_inputs [all_inputs -no_clocks]
set_input_delay [expr $clk_period * $clk_io_pct] -clock clk0 $non_clock_inputs
set_output_delay [expr $clk_period * $clk_io_pct] -clock clk0 [all_outputs]
==> summary.rpt <==
RUN METRICS
----------------------------------------------------
[Logic synthesis]
  Fraction of the mapped netlist area in adder cells ........................ 0
  Fraction of synthesized cell area in xor and xnor cells ........................ 0
  Number of distinct library cells after synthesis ........................ 18
  Max-area cell share ........................ 0.7707
  Yosys reg bits ........................ 128
  Number of cells in Yosys stat ........................ 221
  Mux contribution to synthesized area ........................ 0.1550
  Cell area after synthesis ........................ between 4000 and 5000 µm²
  Yosys warning count ........................ 1
  Prevailing logic family in the synthesized netlist ........................ multiplexers
  Area fraction in and, or, nand and nor cells after synthesis ........................ 0.03287
  Avg Synthesized Cell Area ........................ 22.57 µm²
  Cell type with the largest total area ........................ edfxtp_1
  Yosys synthesis chip area ........................ 4987 µm²
  Gate Count Post-Synth ........................ between 200 and 250
  Most area-consuming cells after synthesis ........................ edfxtp_1 77%, mux4_2 8.1%, mux4_1 7.4%, a22oi_1 2.4%, nor2_1 0.98%
  Compound Share, Synth ........................ 0.02408
  Post-synth seq share ........................ 0.7707

[GRT]
  Maximum number of pins on one net before global-route repair ........................ 18
  Global-route wire length before repair ........................ 15.94 mm
  Vias in the first global route ........................ 2777
  Global router's overall resource usage ........................ 0.2485
  Overflow left after global routing ........................ 0
  Number of antenna violations at the first check in global routing ........................ 0

[Drt]
  Initial DRC count ........................ ~140
  Routed wire length per instance ........................ 22.78 µm
  DRC violation count after routing ........................ 0
  Per-cell via count in the routed design ........................ roughly 5.6
  Diodes inserted ........................ 0
  DR vias ........................ 2589
  Wire length reported by the detailed router ........................ 10.59 mm
  TritonRoute pass-1 iters ........................ 4
  Antenna Nets Post-Route ........................ 0

[Die]
  Initial core utilization ........................ 0.5126
  Height of the die ........................ 101.9 µm
  IO Count ........................ ~50
  Floorplan die area ........................ 10380 µm²
  Placement Rows ........................ 36
  Area of the placeable core ........................ 9729 µm²
  Die width ........................ 101.9 µm

[Layout]
  Max FFs per register ........................ 128
  Largest registers ........................ Registers x128
  Most frequent standard cell in the layout excluding fill and tap cells ........................ edfxtp_1
  Number of standard cells in the final layout excluding fillers ........................ 465
  Most frequent cells in the layout ........................ 128 x edfxtp_1, 39 x clkdlybuf4s50_1, 36 x buf_4, 24 x mux4_2, 16 x clkbuf_16
  Layout overhead on the synthesized area ........................ 30.01%
  Register name with the most flops ........................ Registers
  Fraction of layout instances using a drive strength above 1 ........................ 0.3404

[Run]
  Max-cap check violation count ........................ 0
  Stage-log warning count ........................ 27

[Hold path]
  Hold_sp ........................ DataIn[1]
  Path category of the worst min-delay check ........................ primary input to flip-flop

[Setup path]
  Required time of the worst setup path ........................ 1760 ps
  Critical setup path kind ........................ flip-flop to output pin
  Sort of element at the end of the critical path ........................ output pin
  Sum of buffers and inverters on the critical path ........................ 1
  Maximum single-stage delay on the critical path ........................ 500 ps
  Ordered cell list for the critical path ........................ mux4_2 > a22oi_2 > nand2_1 > buf_2
  Critical path startpoint category ........................ flip-flop
  Launch point of the worst path ........................ Registers[11][7]
  Biggest fanout along the worst timing path ........................ 2
  Slowest cell on the critical path ........................ mux4_2
  Cell family with most CP delay ........................ multiplexers
  Worst Path Arrival ........................ 1830 ps

[Place]
  HPWL after detailed placement ........................ between 6 and 7 mm
  DP Worst Slack ........................ -557.5 ps
  Count of buffers from port buffering ........................ 49
  Routability congestion estimate from global placement ........................ 0.7814
  Post-Place Cells ........................ 423

[Power and ir drop]
  Total power ........................ 5.748 mW
  Switching power of the nets ........................ 1.128 mW
  Internal power consumption ........................ between 4 and 5 mW
  Leakage ........................ 2.208 nW
  Logic gate share of total power ........................ 0.059
  Switching part of the total ........................ 0.1963
  Worst vdd rail ir drop ........................ 0.0004929 V
  Power per unit of standard cell area ........................ 886.5 nW/µm²
  Fraction of power consumed by sequential logic ........................ 0.478
  Part of the power in the clock network ........................ 0.462

[STA]
  Hold_ws ........................ 905.3 ps
  Max Slew Vio Count ........................ 0
  Final TNS setup ........................ -313.1 ps
  Final Hold Vio Count ........................ 0
  Max Fclk ........................ 0.4402 GHz
  Min Tclk post-route ........................ 2272 ps
  Final period utilization ........................ 1.033
  Worst Max-Slew Pin Slew ........................ 691.6 ps
  Setup slack of the critical path after layout ........................ -71.57 ps
  Max-Slew Margin vs Limit ........................ 0.5375
  Unrepaired setup endpoints after global routing ........................ yes
  Final setup violation count ........................ 8

[Clock tree]
  H-tree depth ........................ 4
  Clock tree from TritonCTS ........................ built
  Root buffer selected by CTS ........................ clkbuf_8
  Clock sink count ........................ 128
  Clock slew at reported path FFs ........................ 60 ps
  Clock buffer count from CTS ........................ 17
  Number of buffers on the longest clock path ........................ 2
  Number of hold buffers added after CTS ........................ 0

[Run status]
  Failing checks ........................ negative setup slack
  Outcome ........................ complete, but fails checks

----------------------------------------------------
through the flow:
step / utilization / area [µm²]
after floorplan: - / 4987
after global placement: 0.5977 / 5816
after detailed placement: 0.5977 / 5816
after CTS: 0.6640 / 6460
after global routing: 0.6664 / 6484
final: 0.6664 / 6484
synth_stat cells:
cell type and n:
edfxtp_1 128, mux4_2 18, a22oi_1 16, mux4_1 14
nor2_1 13, nand2_1 9, nor3_1 4, buf_2 3
buf_6 3, clkdlybuf4s25_2 3, nand2b_1 2, nand3b_1 2
and2_1 1, and2b_1 1, buf_4 1, nand3_1 1
nor2b_1 1, or3b_2 1
cell families (layout without fill, tap and decap cells):
logic type             Yosys count  count (layout)
DFF                            128             128
and+or+nand+nor                 35              35
muxes                           32              32
buffers and inverters           10             121
AOI/OAI and AO/OA               16              16
power by group through the flow:
stage	logic (mW)	registers, mW	clock network [mW]
4_1_cts	0.340	2.75	2.69
5_1_grt	0.370	2.75	2.81
6_report	0.340	2.75	2.66
metal layers:
metal	wire length [µm]	global-route usage
met1	4129	0.4213
met2	4694	0.3295
met3	1622	0.1579
met4	146	0.02967
met5	0	0
what timing repair did:
action / CTS / global route
setup buffers: 7 / 3
gates cloned: 1 / 0
setup endpoints to repair: 8 / 8
hold endpoints to repair: 0 / 0
pin swaps: 15 / 4
resized: 40 / 4
path summary, 6_finish.rpt:
kind / slack [ps] / cells after the start / end
worst max-delay path: -70 / 4 / DataOut[7]
worst min-delay path: 910 / 1 / Registers[15][1]
final cells by class:
class | count | area (µm²)
multi-input cells | 83 | 1087
repair buffers | 90 | 819.5
flip-flops and latches | 128 | 3844
clock inverters | 11 | 141.4
well taps | 133 | 166.4
fillers | 649 | 3246
clock buffers | 20 | 425.4
Power and IR drop assume default switching activity.
