$ cat flow/config.mk
export PLATFORM = sky130hd
export DESIGN_NAME = InstFetch
export DESIGN_NICKNAME = InstFetch
export VERILOG_FILES = /design/flow/design.v
export SDC_FILE = /design/flow/constraint.sdc
export NUM_CORES = 4
export LEC_CHECK = 1
export CORE_AREA = 10 10 70 70
export DIE_AREA = 0 0 80 80
$ cat flow/constraint.sdc
current_design InstFetch

set clk_period 2.3
set clk_io_pct 0.2

create_clock -name clk0 -period $clk_period [get_ports {Clk}]

set non_clock_inputs [all_inputs -no_clocks]
set_input_delay [expr $clk_period * $clk_io_pct] -clock clk0 $non_clock_inputs
set_output_delay [expr $clk_period * $clk_io_pct] -clock clk0 [all_outputs]
$ cat flow/design.v
module InstFetch(
  input              Reset,			    
                     Start,			    
                     Clk,			    
                     BranchOnEq,        
                     BranchOnNe,	    
                     ALU_Zflag,		    
  input        [9:0] Target,	        
  output logic [9:0] ProgCtr            
  );
  always_ff @(posedge Clk)	            
	if(Reset)
	  ProgCtr <= 0;				        
	else if(Start)					    
	  ProgCtr <= ProgCtr;
	else if(BranchOnEq && ALU_Zflag)    
	  ProgCtr <= Target;			   
	else if(BranchOnNe && ~ALU_Zflag)    
	  ProgCtr <= Target;	   
	else
	  ProgCtr <= ProgCtr+'b1; 	        
endmodule
$ cat flow/run.sh
#!/bin/bash
# OpenROAD 26Q1-2900-gdf79404cd8, Yosys 0.63+post, stock flow scripts
make -C /OpenROAD-flow-scripts/flow DESIGN_CONFIG=/design/flow/config.mk WORK_HOME=/design/flow/orfs finish
==> README.md <==
| Metric | Reported |
|:---|:---|
| Netlist Area Pre-Place | 609 um^2 |
| IR drop worst, VDD | 0.000367 V |
| RePlAce Congestion | 0.852 |
| Clock edge transition at the registers on the reported setup and hold paths | 0.08 ns |
| Worst setup slack before clock tree synthesis | 0.135 ns |
| Crit path kind | in2reg |
| Summed area of non-filler cells in the final layout | 960 um^2 |
| CTS tree | built |
| Number of cells in Yosys stat | 74 |
| Regs by FF count | ProgCtr (10) |
| Required time at the endpoint of the critical path | 2.52 ns |
| Time the worst path needs with I/O delays and setup | 1.89 ns |
| Setup tns final | 0 ns |
| Residual overflow from global routing | 0 |
| Worst-Margin Slew | 0.259 ns |
| Most instantiated logic cells after routing | sky130_fd_sc_hd__clkdlybuf4s50_1, sky130_fd_sc_hd__dfxtp_1, sky130_fd_sc_hd__a21oi_1 |
| CP max stage delay | 0.50 ns |
| Antenna cells | 0 |
| Final cell count without fillers | 149 |
| Post-CTS Resized | 0 |
| Setup Skew | 0.00688 ns |
| Remaining antenna violation count | 0 |
| Per-cell via count in the routed design | 4.44 |
| GRT Overall Usage | 5.80% |
| Achievable Freq | 0.530 GHz |
| Layout Utilization | 28.1% |
| Initial drt markers | 18 |
| DIE WIDTH | 80 um |
| Number of buffers added to fix hold violations after cts | 0 |
| Fillcell total | 380 |
| Rel. slew slack | 82.5% |
| Kind of launch point of the worst setup path | input port |
| DRT Wirelength | 1.85 mm |
| Iteration count of the initial detailed-routing pass | 4 |
| Tally of unique sky130hd cells used after synthesis | 30 |
| Kind of end point of the critical path | register |
| PortBufs | 25 |
| Hold violation total from the final report | 0 |
| Post-synthesis instance total | 74 |
| Vias | 661 |
| Via count of the first global-routing pass | 643 |
| Slowest CP cell | sky130_fd_sc_hd__clkdlybuf4s50_1 |
| Clock Tree Root | sky130_fd_sc_hd__clkbuf_4 |
| Initial antenna violation count | 0 |
| CTS H-Tree Depth | 1 |
| Register bit count reported by yosys | 10 |
| Number of failing setup endpoints in the final timing report | 0 |
| Crit share post-route | 82.0% |
| Layout overhead on the synthesized area | 57.5% |
| Wire length of the first global-routing pass | 3.00 mm |
| Area after detailed placement | 923 um^2 |
| Starting Density | 17.8% |
| Maximum buffer depth of the clock tree | 2 |
| Commonest non-fill, non-tap cell in the layout | sky130_fd_sc_hd__clkdlybuf4s50_1 |
| Tool Warnings | 25 |
| Number of clock sinks | 10 |
| Largest net degree at the start of global routing | 15 |
| I/O pin cnt | 26 |
| Setup slack of the critical path after layout | 0.415 ns |
| Chip area from the yosys synthesis statistics | 609 um^2 |
| Placed Cells incl. Taps | 145 |
| Outcome | complete, no violations |
| DIE AREA | 6400 um^2 |
| Setup repair after global routing missed its margin | false |
| Static Leakage | 0.328 nW |
| FP Rows | 21 |
| Average routed wire per standard cell | 12.4 um |
| Late-Pin Clk Latency | 0.27 ns |
| Class of the worst hold path | reg2reg |
| Die boundary height | 80 um |
| Maximum fanout count along the critical path | 3 |
| DRC errors left | 0 |
| Register bank with the most flops | ProgCtr |
| Core box area | 3420 um^2 |
| Worst endpoint data arrival time | 2.10 ns |
| Sequential area share after synthesis | 32.9% |
| Synth warnings | 1 |
| Crit path cell chain | clkdlybuf4s50_1 > mux2_2 > or2_2 > or4_1 > nand3_1 |
| Final Total Pwr | 468 uW |
| Worst Hold Slack | 0.533 ns |
| Mean instance size in the synthesized netlist | 8.23 um^2 |
| Fraction of final layout cells sized beyond drive strength 1 | 14.6% |
| Buffers inserted during post-CTS setup optimization | 0 |
| HPWL reported at the end of detailed placement | 1.45 mm |
| Max-slew violation count | 0 |
| Number of max-capacitance violations reported | 0 |
| Largest register FFs | 10 |
| Power Density | 487 nW/um^2 |
| CTS Buf Count | 3 |
[critical path, delay by kind of cell]
| family | cells | cell delay [ns] |
|---|---|---|
| and+or+nand+nor | 3 | 0.79 |
| buffers and inverters | 1 | 0.50 |
| muxes | 1 | 0.35 |
[synth_stat cells]
| cell type | instances | area, um^2 |
|---|---|---|
| sky130_fd_sc_hd__o21ai_0 | 2 | 10.0 |
| sky130_fd_sc_hd__mux2_2 | 2 | 22.5 |
| sky130_fd_sc_hd__inv_1 | 3 | 11.3 |
| sky130_fd_sc_hd__or2_2 | 2 | 12.5 |
| sky130_fd_sc_hd__nand3_2 | 1 | 10.0 |
| sky130_fd_sc_hd__clkbuf_2 | 1 | 5.00 |
| sky130_fd_sc_hd__o31a_2 | 1 | 10.0 |
| sky130_fd_sc_hd__mux2i_1 | 2 | 20.0 |
| sky130_fd_sc_hd__nand3_1 | 4 | 20.0 |
| sky130_fd_sc_hd__a211oi_1 | 1 | 7.51 |
| sky130_fd_sc_hd__o211ai_1 | 2 | 15.0 |
| sky130_fd_sc_hd__a22oi_1 | 3 | 22.5 |
| sky130_fd_sc_hd__nand4b_1 | 1 | 8.76 |
| sky130_fd_sc_hd__or4_1 | 2 | 15.0 |
| sky130_fd_sc_hd__ha_1 | 1 | 12.5 |
| sky130_fd_sc_hd__nand3b_1 | 1 | 7.51 |
| sky130_fd_sc_hd__nand4_1 | 2 | 12.5 |
| sky130_fd_sc_hd__dfxtp_1 | 10 | 200 |
| sky130_fd_sc_hd__clkbuf_1 | 2 | 7.51 |
| sky130_fd_sc_hd__o32ai_1 | 3 | 26.3 |
| sky130_fd_sc_hd__or3_1 | 1 | 6.26 |
| sky130_fd_sc_hd__buf_6 | 1 | 11.3 |
| sky130_fd_sc_hd__o311ai_0 | 1 | 8.76 |
| sky130_fd_sc_hd__nor2_1 | 5 | 18.8 |
| sky130_fd_sc_hd__a21oi_1 | 8 | 40.0 |
| sky130_fd_sc_hd__nor2b_1 | 2 | 12.5 |
| sky130_fd_sc_hd__and4_2 | 1 | 10.0 |
| sky130_fd_sc_hd__a21o_1 | 2 | 15.0 |
| sky130_fd_sc_hd__nand2_1 | 4 | 15.0 |
| sky130_fd_sc_hd__nor3_1 | 3 | 15.0 |
[cells by family (layout without fill, tap and decap cells)]
logic type | after synthesis | in the layout | synth area share, %
buffers and inverters | 7 | 36 | 5.75
adder cells (fa/ha/maj) | 1 | 1 | 2.05
AND/OR/NAND/NOR | 29 | 29 | 26.9
multiplexers | 4 | 4 | 6.98
flip-flops | 10 | 10 | 32.9
AND-OR/OR-AND | 23 | 23 | 25.5
[final timing paths]
path | start | end | slack, ns | depth (start not counted)
hold reg to reg | ProgCtr[9] | ProgCtr[9] | 0.53 | 2
setup reg to reg | ProgCtr[2] | ProgCtr[9] | 0.71 | 4
hold / removal | ProgCtr[9] | ProgCtr[9] | 0.53 | 2
setup / recovery | ALU_Zflag | ProgCtr[9] | 0.41 | 5
[final cells by class]
cell class	instances	area (um^2)	share of cell area, %
repair buffers	29	280	29.2
clock buffers	4	36.3	3.78
inverters	3	11.3	1.17
well taps	46	57.6	6.00
multi-input cells	57	374	39.0
flip-flops and latches	10	200	20.9
[power breakdown]
part           switching [mW]  total, mW  internal, mW
logic                  0.0362      0.104        0.0680
clock network          0.0669      0.163        0.0962
registers              0.0154      0.200         0.185
[per-layer routing]
layer	share of wire (%)	track usage [%]
met1	47	7.67
met2	39	7.78
met3	14	3.98
met4	0.54	0.528
met5	0	0
Power is estimated from default activity; no workload was simulated.
